<file path="./run.sh">
#!/bin/bash
# OpenROAD 26Q1-2900-gdf79404cd8, Yosys 0.63+post, stock flow scripts
make -C /OpenROAD-flow-scripts/flow DESIGN_CONFIG=/design/flow/config.mk WORK_HOME=/design/flow/orfs finish
</file>
<file path="./config.mk">
export PLATFORM = sky130hd
export DESIGN_NAME = TrafficLightModule
export DESIGN_NICKNAME = TrafficLightModule
export VERILOG_FILES = /design/flow/design.v
export SDC_FILE = /design/flow/constraint.sdc
export NUM_CORES = 4
export LEC_CHECK = 1
export CORE_AREA = 10 10 70 70
export DIE_AREA = 0 0 80 80
</file>
<file path="./constraint.sdc">
current_design TrafficLightModule

set clk_period 1.6
set clk_io_pct 0.2

create_clock -name clk0 -period $clk_period [get_ports {CLK}]

set non_clock_inputs [all_inputs -no_clocks]
set_input_delay [expr $clk_period * $clk_io_pct] -clock clk0 $non_clock_inputs
set_output_delay [expr $clk_period * $clk_io_pct] -clock clk0 [all_outputs]
</file>
<file path="./design.v">
`timescale 1ns / 1ps
module TrafficLightModule(input CLK, SW, reset,output reg out1,out2,out3,out4,out5);
reg[1:0] state;
reg[1:0] nextState;
always @(posedge CLK) 
begin
	if(reset) state = 2'b00;
	else      state = nextState;
end  
always @(state or SW)
begin
	case(state)
		2'b00: 
		begin
			if(SW) nextState <= 2'b01;
			else   nextState <= 2'b00;
		end
		2'b01:
		begin
			if(SW) nextState <= 2'b10;
			else   nextState <= 2'b00;
		end
		2'b10:
		begin
			if(SW) nextState <= 2'b11;
			else   nextState <= 2'b00;
		end
		2'b11:
		begin
			if(SW) nextState <= 2'b00;
			else   nextState <= 2'b00;
		end
		default:
		begin
			nextState <= 2'b00;
		end
	endcase
end 
always @(state)
begin
	case(state)
		2'b00: begin out1=0; out2=0; out3=0; out4=0; out5=0; end
		2'b01: begin out1=1; out2=1; out3=0; out4=0; out5=0; end
		2'b10: begin out1=1; out2=1; out3=1; out4=1; out5=0; end
		2'b11: begin out1=1; out2=1; out3=1; out4=1; out5=1; end
		default : begin out1=0; out2=0; out3=0; out4=0; out5=0; end
	endcase
end
endmodule
</file>
==> ci_impl_report.md <==
### Yosys + OpenROAD results

| Metric | Value |
|---|---|
| Area fraction in mux cells | 0 |
| Yosys aoi share | 0 |
| Std-Cell Rows | 21 |
| Switch share | 0.182 |
| Cell count after synthesis | 12 |
| VDD IR max | 0.132 mV |
| FF-to-FF path depth | 1 |
| Layout cell share with drive strength beyond 1 | 0.400 |
| Part of the power in the clock network | 0.499 |
| Total Power | 0.246 mW |
| Largest buffer count on any clock path | 2 |
| Final slew viol count | 0 |
| Die area | around 6400 µm² |
| Die span in y | 80 µm |
| FF+latch count, synth | 4 |
| First-pass GRT wire length | 600 µm |
| Area Growth Syn to Fin | 92.3% |
| Fmax | roughly 680 MHz |
| Largest register FFs | 4 |
| Die x size | 80 µm |
| Int Pwr | between 0.2 and 0.25 mW |
| Hold Path Origin | state[3] |
| Cell variety after synth | 6 |
| Via count | 107 |
| Fin. Hold Viols | 0 |
| TritonCTS Buffers | 3 |
| GR Util met3 | 0.0307 |
| Clk sinks | 4 |
| Number of warnings in the stage logs | 25 |
| Tot GR Track Use | 0.0132 |
| Final setup viols | 0 |
| Average cell area after synthesis | between 10 and 15 µm² |
| Vias per cell | 1.62 |
| GRT overflow | 0 |
| Arrival time worst endpoint | approximately 1.2 ns |
| Synthesized area | 146 µm² |
| Outcome | finished clean |
| YS warnings | 1 |
| Pwr/cell area | 875 nW/µm² |
| Largest net degree at the start of global routing | 5 |
| Hold WC Path Type | reg -> reg |
| TritonCTS clock tree | yes |
| Worst-Margin Slew | 0.0979 ns |
| IO buf count | 7 |
| Rel. slew slack | 0.934 |
| First-pass detailed-route iteration total | 2 |
| DRC violations left | 0 |
| Startpoint Class | flip-flop |
| Starting DRT DRC Count | 5 |
| Post-route ant nets | 0 |
| Reg clk slew, reported paths | 0.04 ns |
| Met1 Use GR | 0.0106 |
| Setup CP Type | reg -> out |
| Synth Area in Adders | 0 |
| GPL Wtd Cong | 0.645 |
| Sw power | 0.0447 mW |
| Crit-path max FO | 2 |
| Reg2reg setup slack | 0.82 ns |
| H-tree levels | 1 |
| Initial antenna violation count | 0 |
| DR WL/cell | roughly 5.7 µm |
| Most frequent cells in the layout | 3 x and3b_2, 3 x clkbuf_4, 3 x clkdlybuf4s50_1, 3 x dlygate4sd2_1, 3 x dfxtp_1 |
| Top Usage Layer GRT | met3 |
| Xor+xnor area frac | 0 |
| Core Region | 3420 µm² |
| M2 GR Usage | 0.00803 |
| WL final | ~370 µm |
| Comb pwr share | 0.074 |
| Yosys Instances | 12 |
| Maxcap violations | 0 |
| Post-Synth Simple-Gate Area | 0.350 |
| Root buffer cell | clkbuf_4 |
| Fin Clk Skew | 0.00289 ns |
| Io pins | 8 |
| RSZ-0062 raised after global routing | false |
| Seq pwr share | 0.427 |
| Leak | 0.136 nW |
| Synth Seq Share | 0.547 |
| CTS Hold Bufs | 0 |
| Setup TNS | 0 ns |
| Number of diodes | 0 |
| Worst endpoint required time | 1.28 ns |
| Final Critical Period | 1.48 ns |
| Critical path capture point type | output pin |
| Initial core utilization | 0.0429 |
| Yosys chip area | between 100 and 150 µm² |
| Clk ins delay skew pair | 0.23 ns |
| Reg2reg end | state[0] |
| Worst Hold End | state[0] |
| Critical R2R Launch | state[3] |
| Hold path depth | 1 |
| Top comb family, area | simple AND/OR/NAND/NOR gates |
| Fin crit share | 0.925 |
| Vias in the first global route | 131 |
-- how the worst max path moves through the flow --
stage | start | endpoint | slack (ns) | depth (start not counted)
global route | state[2] | out1 | 0.06 | 2
finish | state[2] | out2 | 0.12 | 2
CTS | state[3] | out3 | 0.004 | 2
-- worst max-delay path, stage by stage (launching register included) --
cell and delay [ns]:
dfxtp_1 0.30, or3_1 0.38, dlygate4sd2_1 0.26
-- Yosys cell counts, drive strengths merged --
cell type | n | share of area
or3 | 1 | 0.043
or3b | 1 | 0.060
dfxtp | 4 | 0.55
or2 | 1 | 0.043
and3b | 3 | 0.21
buf | 2 | 0.10
-- stage by stage --
| stage | hold WS [ns] | instances | utilization | worst slack, ns | area (µm²) |
|---|---|---|---|---|---|
| 6_report | 0.467 | 66 | 0.0824 | 0.121 | 282 |
| 5_1_grt | 0.488 | 66 | 0.0824 | 0.0619 | 282 |
| 4_1_cts | 0.469 | 66 | 0.0817 | 0.00447 | 279 |
| 3_5_place_dp | 0.481 | 63 | 0.0758 | 0.147 | 259 |
| 3_3_place_gp | 0.476 | 63 | 0.0758 | 0.165 | 259 |
| 2_1_floorplan | 0.424 | 12 | - | 0.521 | 146 |
-- layout make-up --
type / instances / area, µm²
timing repair buffer: 7 / 68.8
fill: 407 / 3130
clock buffer: 3 / 22.5
tap: 46 / 57.6
sequential: 4 / 81.3
multi-input combinational: 6 / 51.3
-- cell families (layout without fill, tap and decap cells) --
family                 count (synthesis)  count (layout)
buffers and inverters                  2              10
DFF                                    4               4
and+or+nand+nor                        6               6
-- timing repair --
item                       in CTS  in global routing
gates resized                   4                  1
pin swaps                       1                  0
setup endpoints to repair       4                  1
setup buffers                   0                  0
-- power groups by stage --
| stage | combinational [mW] | clock [mW] | sequential [mW] |
|---|---|---|---|
| after CTS | 0.0189 | 0.131 | 0.105 |
| after global routing | 0.0206 | 0.140 | 0.105 |
| final | 0.0182 | 0.123 | 0.105 |
-- layer usage --
| metal | up-vias | wire length, µm |
|---|---|---|
| li1 | 55 | - |
| met1 | 42 | 125 |
| met2 | 10 | 81 |
| met3 | 0 | 167 |
| met4 | 0 | 0 |
| met5 | - | 0 |
No activity file was given, so power comes from the tool's default toggle rates.
